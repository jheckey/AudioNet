`run.sh`:
```
#!/bin/bash
# OpenROAD 26Q1-2900-gdf79404cd8, Yosys 0.63+post, stock flow scripts
make -C /OpenROAD-flow-scripts/flow DESIGN_CONFIG=/design/flow/config.mk WORK_HOME=/design/flow/orfs finish
```
`constraint.sdc`:
```
current_design gainBal

set clk_period 22.7
set clk_io_pct 0.2

create_clock -name clk0 -period $clk_period [get_ports {clk}]

set non_clock_inputs [all_inputs -no_clocks]
set_input_delay [expr $clk_period * $clk_io_pct] -clock clk0 $non_clock_inputs
set_output_delay [expr $clk_period * $clk_io_pct] -clock clk0 [all_outputs]
```
`design.v`:
```
module gainBal (
    input  wire             clk,
    input  wire             rstn,
    input  wire             din_val,
    input  wire [255:0]     din,
    input  wire [63:0]      gain,
    input  wire [31:0]      bal,
    output reg              dout_val,
    output reg  [255:0]     dout
);
reg [7:0]  gain_mem[7:0];
reg [7:0]  bal_mem[3:0];
reg [15:0] mult[0:7];
reg [47:0] quot[0:7];
integer i, j, k, l;
always @* begin
    for (l=0; l<8; l=l+1) begin
        gain_mem[l]     = gain[8*l +: 8];
        if (l < 4)
            bal_mem[l]  = bal[8*l +: 8];
    end
end
always @(posedge clk or negedge rstn) begin
    if (!rstn) begin
        for (i=0; i<8; i=i+1) begin
            mult[i] <= 16'd0;
        end
    end
    else begin
        for (i=0; i<4; i=i+1) begin
            mult[i] <= {{8{gain_mem[2*i  ][7]}}, gain_mem[2*i  ]} * {{8{~bal_mem[i][7]}}, ~bal_mem[i]};
            mult[i] <= {{8{gain_mem[2*i+1][7]}}, gain_mem[2*i+1]} * {{8{ bal_mem[i][7]}},  bal_mem[i]};
        end
    end
end
always @(posedge clk or negedge rstn) begin
    if (!rstn) begin
        dout_val    <= 1'b0;
        for (j=0; j<8; j=j+1) begin
            quot[j] <= 48'd0;
        end
    end
    else begin
        dout_val    <= din_val;
        for (j=0; j<8; j=j+1) begin
            quot[j] <= {16'd0, din[32*j +:32]} * {{32{mult[k][15]}}, mult[k]};
        end
    end
end
always @* begin
    for (k=0; k<8; k=k+1) begin
        dout[32*k +:32] = quot[k][47:16];
    end
end
endmodule
```
`config.mk`:
```
export PLATFORM = sky130hd
export DESIGN_NAME = gainBal
export DESIGN_NICKNAME = gainBal
export VERILOG_FILES = /design/flow/design.v
export SDC_FILE = /design/flow/constraint.sdc
export NUM_CORES = 4
export LEC_CHECK = 1
export CORE_UTILIZATION = 50
```
==> results.sh <==
# yosys + openroad results
export IMPL_antenna_found_initial=59
export IMPL_syn_inst=15462
export IMPL_numSynthFlops=273
export IMPL_top_logic_kind="adder cells"
export IMPL_cts_tree="built"
export IMPL_max_slew_worst_pin_slew_ps=962
export IMPL_slew_headroom_pct=35.7
export IMPL_synth_area_mux_share_pct=0
export IMPL_flop_cell="dfrtp_1"
export IMPL_openroad_warnings=105
export IMPL_fin_tns_setup_ps=0
export IMPL_ys_cells=15462
export IMPL_wl_per_cell_um=18.8
export IMPL_drtPass1Iterations=7
export IMPL_cp_end_kind="flop"
export IMPL_finalCritPeriodShare_pct=51.8
export IMPL_cp_arrival_ps=12360
export IMPL_setup_viol=0
export IMPL_worstHoldStart="mult[0][15]"
export IMPL_overflow=0
export IMPL_drive_gt1_share_pct=3.02
export IMPL_startpoint_type="primary input"
export IMPL_critPathLaunch="din[182]"
export IMPL_layout_top_cell="inv_1"
export IMPL_port_buffers=531
export IMPL_synth_cell_area_sq_um=138000
export IMPL_vias_per_cell=5.05
export IMPL_ios=612
export IMPL_clockBufferDepth=3
export IMPL_drtIter0Drc=3325
export IMPL_grt_pass1_vias=106184
export IMPL_finish_utilization_pct=54.6
export IMPL_path_max_fanout=16
export IMPL_dieArea_sq_um=279000
export IMPL_max_freq_ghz=0.0850
export IMPL_grtUsageTotal_pct=30.1
export IMPL_cts_buffers=43
export IMPL_finClkSkew_ps=33.6
export IMPL_vias=98055
export IMPL_ys_async_sr_fraction_pct=100
export IMPL_ys_area_sq_um=138000
export IMPL_hold_depth=3
export IMPL_initCoreUtil_pct=50.4
export IMPL_cts_setup_buffers=0
export IMPL_required_ps=23290
export IMPL_fa_ha_area_share_pct=59.9
export IMPL_hpwlAfterDp_um=276000
export IMPL_path_class="primary input to flop"
export IMPL_area_growth_pct=8.26
export IMPL_finalMaxSlewViolations=0
export IMPL_stdcell_area_sq_um=150000
export IMPL_final_antenna_net_count=0
export IMPL_htree_levels=2
export IMPL_grt_start_max_net_pins=61
export IMPL_clk_latency_ps=720
export IMPL_hold_buffers=0
export IMPL_avgSynthCellArea_sq_um=8.95
export IMPL_simple_gate_share_pct=16.5
export IMPL_routed_wl_um=366000
export IMPL_status="completed"
export IMPL_min_period_ps=11760
export IMPL_postPlaceCellArea_sq_um=148000
export IMPL_cts_sinks=273
export IMPL_yosysWarnings=5
export IMPL_core_rowCount=192
export IMPL_edf_count=0
export IMPL_cts_repair_resized=0
export IMPL_reg2regPathDepth=24
export IMPL_die_height_um=528
export IMPL_fillers=25481
export IMPL_compound_area_share_pct=3.72
export IMPL_cap_violations=0
export IMPL_path_clk_slew_ps=60
export IMPL_synth_cell_type_count=79
export IMPL_grt_pass1_wl_um=597000
export IMPL_worstHoldPathType="flop to flop"
export IMPL_cts_root_buffer="clkbuf_16"
export IMPL_die_w_um=528
export IMPL_mostFrequentLayoutCells="inv_1 (4106), fa_1 (3391), nand2_1 (2290)"
export IMPL_core_sq_um=274000
export IMPL_rsz0062_at_grt="false"
export IMPL_synth_seq_share_pct=4.94
export IMPL_xor_area_share_pct=1.79
export IMPL_post_route_drc_count=0
export IMPL_place_congestion=0.921
export IMPL_r2r_start="mult[0][7]"
export IMPL_report_final_hold_viol_count=0
final timing paths:
kind / to / slack (ps)
min: quot[7][47] / 1200
max reg2reg: quot[1][47] / 12940
max: quot[5][47] / 10940
min reg2reg: quot[7][47] / 1200
max in group asynchronous: quot[5][19] / 17170
min in group asynchronous: quot[6][16] / 3660
state kept, by name (all words and copies together) (netlist names):
signal	count
dout_val	1
quot	256
mult	16
worst max-delay path, stage by stage:
cell and delay [ps]:
clkdlybuf4s50_1 920, and2_1 440, fa_1 540, inv_1 50, fa_1 500, fa_1 520
inv_1 50, fa_1 500, fa_1 510, inv_1 60, fa_1 490, inv_1 40
ha_1 410, nand4_1 320, nor3b_1 300, nand2_1 120, a211oi_2 490, a211oi_2 230
nor4_1 420, nor4_2 160, o31ai_2 350, a21oi_1 130, xnor2_1 260
logic make-up after synthesis:
group           count (synthesis)
buf+inv                      4830
simple gates                 4709
fa+ha+maj                    4588
compound gates                779
xor+xnor                      283
flops                         273
synthesized netlist by cell type, types with 9 or more instances:
library cell	count	area [sq um]
a211oi_1	21	158
a21boi_0	9	67.6
a21o_1	140	1050
a21oi_1	256	1280
a221o_1	9	90.1
a221oi_1	9	78.8
a31oi_1	30	188
a41oi_1	9	78.8
and2_1	1732	10800
and3_1	30	188
and4_1	10	87.6
clkbuf_1	711	2670
dfrtp_1	273	6830
fa_1	3391	67900
ha_1	1197	15000
inv_1	4107	15400
nand2_1	2290	8600
nand2b_1	104	651
nand3_1	54	270
nand4_1	61	382
nor2_1	320	1200
nor2b_1	35	219
nor3_1	39	195
o21a_1	38	285
o21ai_0	108	541
o21ai_1	19	95.1
o21bai_1	35	263
o31ai_1	10	75.1
or2_2	9	56.3
xnor2_1	188	1650
xor2_1	95	832
metrics by stage:
stage          setup WS (ps)  hold slack (ps)  std cells
3_3_place_gp           10260             1230      19291
5_1_grt                10430             1240      19401
3_5_place_dp           10260             1210      19291
2_1_floorplan          12330              834      15462
4_1_cts                11000             1220      19371
6_report               10940             1200      19410
final cells by class:
| class | count | area [sq um] | area share (%) |
|---|---|---|---|
| diodes | 39 | 97.6 | 0.0652 |
| clock buffers | 54 | 1210 | 0.808 |
| clock inverters | 26 | 323 | 0.216 |
| inverters | 4107 | 15400 | 10.3 |
| multi-input cells | 10359 | 113000 | 75.7 |
| flip-flops and latches | 273 | 6890 | 4.60 |
| well taps | 3686 | 4610 | 3.08 |
| repair buffers | 866 | 7840 | 5.23 |
per-layer routing:
metal	vias to the layer above	global-route usage, %	share of wire, %
met1	49438	43.5	40
li1	44669	-	-
met2	3525	44.1	46
met3	383	14.1	12
met5	-	0.225	0.088
met4	40	5.90	2.2
