==> run.sh <==
#!/bin/bash
# OpenROAD 26Q1-2900-gdf79404cd8, Yosys 0.63+post, stock flow scripts
make -C /OpenROAD-flow-scripts/flow DESIGN_CONFIG=/design/flow/config.mk WORK_HOME=/design/flow/orfs finish
==> config.mk <==
export PLATFORM = sky130hd
export DESIGN_NAME = regs
export DESIGN_NICKNAME = regs
export VERILOG_FILES = /design/flow/design.v
export SDC_FILE = /design/flow/constraint.sdc
export NUM_CORES = 4
export LEC_CHECK = 1
export CORE_AREA = 10 10 403 403
export DIE_AREA = 0 0 413 413
==> constraint.sdc <==
current_design regs

set clk_period 4.8
set clk_io_pct 0.2

create_clock -name clk0 -period $clk_period [get_ports {clk}]

set non_clock_inputs [all_inputs -no_clocks]
set_input_delay [expr $clk_period * $clk_io_pct] -clock clk0 $non_clock_inputs
set_output_delay [expr $clk_period * $clk_io_pct] -clock clk0 [all_outputs]
==> design.v <==
module regs (
    input  wire             clk,
    input  wire             rstn,
    input  wire             val,
    input  wire [9:0]       addr,
    input  wire             write,
    input  wire [31:0]      wdata,
    output reg  [31:0]      rdata,
    output reg              ready,
    output reg              tdm2pEnable,
    output reg  [7:0]       tdm2pClkMask,
    output reg  [7:0]       tdm2pClkPatt,
    input  wire             tdm2pSample,
    input  wire             tdm2pValid,
    input  wire [255:0]     tdm2pPdata,
    output reg              p2tdmEnable,
    output reg  [15:0]      p2tdmRetrans,
    output reg  [15:0]      p2tdmDropped,
    input  wire             p2tdmRetransIncr,
    input  wire             p2tdmDroppedIncr,
    output reg              p2tdmValid,
    output reg  [255:0]     p2tdmPdata,
    output reg  [63:0]      gain,
    output reg  [31:0]      bal,
    output reg              sel
);
integer i;
reg         tdm2pValidReg;
reg [15:0]  tdm2pSampCnt;
always @(posedge clk or negedge rstn) begin
    if (!rstn) begin
        tdm2pEnable     <= 1'b0;
        tdm2pClkMask    <= 8'd0;
        tdm2pClkPatt    <= 8'd0;
        tdm2pSampCnt    <= 16'd0;
        tdm2pValidReg   <= 1'b0;
        p2tdmEnable     <= 1'b0;
        p2tdmRetrans    <= 16'd0;
        p2tdmDropped    <= 16'd0;
        p2tdmValid      <= 1'b0;
        p2tdmPdata      <= 256'd0;
        gain[63:0]      <= 64'd0;
        bal[31:0]       <= 32'd0;
        sel             <= 1'b0;
    end
    else begin
        if (val && write) begin
            ready   <= 1'b1;
            rdata   <= wdata;
            p2tdmValid <= (addr == 10'h130) ? wdata[0] : 1'b0;
            case (addr)
            10'h000:
            begin
                tdm2pEnable     <= wdata[31];
                tdm2pClkMask    <= wdata[15:8];
                tdm2pClkPatt    <= wdata[7:0];
            end
            10'h004:
            begin
                tdm2pValidReg   <= (wdata[0]) ? 1'b0 : tdm2pValidReg;    
            end
            10'h008:
            begin
                tdm2pSampCnt    <= wdata[31:0];
            end
            10'h100:
            begin
                p2tdmEnable     <= wdata[31];
            end
            10'h104:
            begin
                p2tdmRetrans    <= wdata[31:16];
                p2tdmDropped    <= wdata[15:0];
            end
            10'h110:
            begin
                p2tdmPdata[31:0]    <= wdata[31:0];
            end
            10'h114:
            begin
                p2tdmPdata[63:32]   <= wdata[31:0];
            end
            10'h118:
            begin
                p2tdmPdata[95:64]   <= wdata[31:0];
            end
            10'h11C:
            begin
                p2tdmPdata[127:96]  <= wdata[31:0];
            end
            10'h120:
            begin
                p2tdmPdata[159:128] <= wdata[31:0];
            end
            10'h124:
            begin
                p2tdmPdata[191:160] <= wdata[31:0];
            end
            10'h128:
            begin
                p2tdmPdata[223:192] <= wdata[31:0];
            end
            10'h12C:
            begin
                p2tdmPdata[255:224] <= wdata[31:0];
            end
            10'h200:
            begin
                bal[7:0]        <= wdata[23:16];
                gain[15:8]      <= wdata[15:8];
                gain[7:0]       <= wdata[7:0];
            end
            10'h204:
            begin
                bal[15:8]       <= wdata[23:16];
                gain[31:24]     <= wdata[15:8];
                gain[23:16]     <= wdata[7:0];
            end
            10'h208:
            begin
                bal[23:16]      <= wdata[23:16];
                gain[47:40]     <= wdata[15:8];
                gain[39:32]     <= wdata[7:0];
            end
            10'h20C:
            begin
                bal[23:16]      <= wdata[23:16];
                gain[63:56]     <= wdata[15:8];
                gain[55:48]     <= wdata[7:0];
            end
            10'h300:
            begin
                sel             <= wdata[0];
            end
            default : ;  
            endcase
        end
        else if (val) begin
            ready   <= 1'b1;
            case (addr)
            10'h000: rdata  <= {tdm2pEnable, 15'd0, tdm2pClkMask, tdm2pClkPatt};
            10'h004: rdata  <= tdm2pValidReg;
            10'h008: rdata  <= tdm2pSampCnt;
            10'h010: rdata  <= tdm2pPdata[31:0];
            10'h014: rdata  <= tdm2pPdata[63:32];
            10'h018: rdata  <= tdm2pPdata[95:64];
            10'h01C: rdata  <= tdm2pPdata[127:96];
            10'h020: rdata  <= tdm2pPdata[159:128];
            10'h024: rdata  <= tdm2pPdata[191:160];
            10'h028: rdata  <= tdm2pPdata[223:192];
            10'h02C: rdata  <= tdm2pPdata[255:224];
            10'h100: rdata  <= {p2tdmEnable, 31'd0};
            10'h104: rdata  <= {p2tdmRetrans, p2tdmDropped};
            10'h110: rdata  <= p2tdmPdata[31:0];
            10'h114: rdata  <= p2tdmPdata[63:32];
            10'h118: rdata  <= p2tdmPdata[95:64];
            10'h11C: rdata  <= p2tdmPdata[127:96];
            10'h120: rdata  <= p2tdmPdata[159:128];
            10'h124: rdata  <= p2tdmPdata[191:160];
            10'h128: rdata  <= p2tdmPdata[223:192];
            10'h12C: rdata  <= p2tdmPdata[255:224];
            10'h130: rdata  <= 32'd0;
            10'h200: rdata  <= {8'd0, bal[7:0]  , gain[15:0 ]};
            10'h204: rdata  <= {8'd0, bal[15:7] , gain[31:16]};
            10'h208: rdata  <= {8'd0, bal[23:16], gain[47:32]};
            10'h20C: rdata  <= {8'd0, bal[31:24], gain[63:48]};
            10'h300: rdata  <= {31'd0, sel};
            default : rdata <= 32'hBAD_ACE55;
            endcase
            tdm2pSampCnt    <= (tdm2pSample) ? tdm2pSampCnt + 16'd1 : tdm2pSampCnt;
            tdm2pValidReg   <= tdm2pValid || tdm2pValidReg;     
            p2tdmRetrans    <= (p2tdmRetransIncr) ? p2tdmRetrans + 16'd1 : p2tdmRetrans;
            p2tdmDropped    <= (p2tdmDroppedIncr) ? p2tdmDropped + 16'd1 : p2tdmDropped;
        end
        else begin
            ready   <= 1'b0;
            rdata   <= 32'd0;
            tdm2pSampCnt    <= (tdm2pSample) ? tdm2pSampCnt + 16'd1 : tdm2pSampCnt;
            tdm2pValidReg   <= tdm2pValid || tdm2pValidReg;     
            p2tdmRetrans    <= (p2tdmRetransIncr) ? p2tdmRetrans + 16'd1 : p2tdmRetrans;
            p2tdmDropped    <= (p2tdmDroppedIncr) ? p2tdmDropped + 16'd1 : p2tdmDropped;
        end
    end
end
endmodule
==> run summary <==
flow finished, numbers: result of the run=finished clean, tally of buffers added on design ports=734, maximum achievable frequency=261 MHz, post-CTS repair timing setup buffer count=0, insertion delay at the late pin of the worst-skew pair=0.70 ns, depth of the worst register-to-register path=5, time the final worst path needs with I/O delays and setup=3.83 ns, Cell Area, Synth=23800 µm², library cell with the largest summed area after synthesis=dfrtp_1, leading post-synthesis cells by cell area=dfrtp_1 43%, mux2_2 18%, edfxtp_1 4.2%, number of buffers created by CTS=59, kind of critical path=in2reg, Total GRT Usage=22.5%, capture point of the worst reg-to-reg path=rdata[12], part of the total power dissipated in sequential elements=40.2%, Layout Skew=0.0401 ns, area of combinational cells with multiple inputs=11600 µm², violation tally from detailed-route iteration zero=2222, Post-synth regs=446, Chip Height=413 µm, num rows=144, FF-to-FF setup slack=2.48 ns, first-pass detailed-route iteration total=6, setup total negative slack=0 ns, number of warnings in the stage logs=25, Die Span X=413 µm, cells in synth_stat.txt=2085, proportion of power drawn by combinational gates=15.1%, final estimated routing congestion in global placement=0.933, clock slew seen by the registers of the worst setup and hold paths=0.06 ns, initial antenna violation count=69, Die Footprint=171000 µm², Resize count post-CTS=0, synthesized chip area reported by yosys=23800 µm², CTS HTree Levels=2, global-route wire length before repair=249000 µm, top cell types by occurrence after synthesis=413 x dfrtp_1, 371 x mux2_2, 121 x nand2_1, Max-slew headroom=33.4%, CTS tree=yes, Final Max Slew Viols=0, total number of vias=23500, GRT Residual Overflow=0, Vias/cell=4.76, maximum fanout along the worst path=61, count of synthesis-stage warnings from yosys=1, number of different library cells in the post-synthesis netlist=86, Yosys top cell area share=43.5%, launch point of the worst reg-to-reg path=p2tdmPdata[172], leakage=14.9 nW, Routed WL=195000 µm, number of primary I/O pins=743, number of violations of the max-capacitance limit=0, Storage cell area=11300 µm², post-cts hold-fix buffer tally=0, instance count of the mapped netlist=2085, vias in the first global route=23500, sw frac=30.3%, average footprint of a synthesized cell=11.4 µm², buffers from clock root to sink, at most=3, fraction of layout instances using a drive strength above 1=24.5%, portion of the post-synthesis area used by sequential elements=47.7%, final routed DRC violation total=0, setup repair after global routing missed its margin=no, number of setup violations in the final report=0, remaining number of nets flagged by the antenna check after routing=0, Worst EP arrival=4.38 ns, net load switching power=3.24 mW, Wirelength per Cell=39.4 µm, Core Box Area=154000 µm², sort of element at the end of the critical path=flop, number of synthesized flops with an enable pin=33, startpoint kind of the worst setup timing path=input pin, cell area after placement=34300 µm², maximum ir drop on the vdd rail=0.285 mV, top cell type by instance count after synthesis=dfrtp_1, fillers=16400, clock tree sinks=446, leading register cell type out of synthesis=dfrtp_1, layout overhead on the synthesized area=52.9%, pwr/cell area=294 nW/µm², final cell utilization of the core=23.6%, effective utilization at floorplan=15.4%, pin count of the biggest net entering global routing=96, slew at the pin closest to its max-slew limit=0.999 ns, worst min path class=in2async, async set or reset register ratio after synthesis=92.6%, WP data required=5.35 ns, relative contribution of the clock network to total power=44.8%, design internal power=7.44 mW, post-DP HPWL=152000 µm, Fin. Hold Viols=0, Period Utilization, post-route=79.9%, root buffer selected by CTS=clkbuf_16, fin area=36300 µm²
## through the flow
step	total power [mW]	setup WS [ns]	instances	hold WS (ns)
floorplan	4.65	1.85	2092	0.414
global placement	5.96	0.0388	4824	0.465
detailed placement	5.96	0.320	4824	0.467
CTS	10.8	1.06	4934	0.217
global route	11.0	0.922	4937	0.217
finish	10.7	0.967	4944	0.204
## worst max path at each step
stage                 startpoint        to  slack [ns]
after CTS                addr[9]  rdata[7]        1.06
after global routing     addr[9]  rdata[7]        0.92
final                    addr[9]  rdata[7]        0.97
## state kept, by name (all words and copies together) (netlist names), 8 cells and up
| signal | cells |
|---|---|
| rdata | 32 |
| tdm2pSampCnt | 16 |
| bal | 24 |
| tdm2pClkMask | 8 |
| p2tdmRetrans | 16 |
| tdm2pClkPatt | 8 |
| p2tdmDropped | 16 |
| p2tdmPdata | 256 |
| gain | 64 |
## cell type report
cell class	instances	share of cell area, %
multi-input cells	1438	32.0
flip-flops and latches	446	31.2
repair buffers	893	24.1
well taps	2044	7.04
clock buffers	78	4.59
clock inverters	32	1.02
diodes	10	0.0689
inverters	3	0.0310
## routing by layer
| layer | share of wire (%) | up-vias | global-route usage, % |
|---|---|---|---|
| met1 | 39 | 12100 | 28.5 |
| met5 | 0.28 | - | 0.254 |
| li1 | - | 9568 | - |
| met4 | 3.6 | 80 | 6.07 |
| met3 | 13 | 347 | 11.5 |
| met2 | 44 | 1459 | 33.8 |
## kinds of logic (layout without fill, tap and decap cells)
group | after synthesis | in the layout | synth area share (%)
other | 1 | 18 | 0.0158
multiplexers | 497 | 497 | 23.7
AND/OR/NAND/NOR | 376 | 376 | 8.05
buffers and inverters | 208 | 1006 | 4.15
AND-OR/OR-AND | 554 | 554 | 16.3
flip-flops | 446 | 446 | 47.7
adder cells (fa/ha/maj) | 3 | 3 | 0.158
## power by group through the flow
stage         registers (mW)  logic [mW]  clock network [mW]
finish                  4.29        1.61                4.78
CTS                     4.28        1.63                4.88
global route            4.30        1.73                5.01
## worst max-delay path: stages
cell and delay [ns]:
clkdlybuf4s50_1 0.75, or4b_1 0.87, nor2_4 0.21, buf_12 0.41
a22oi_1 0.17, o21ai_0 0.64, o211a_1 0.26
## cells in the final DEF, fill, tap and decap left out, drive strengths merged, types with 78 or more instances in the layout
| cell type | Yosys | layout |
|---|---|---|
| a21oi | 97 | 97 |
| a22oi | 121 | 121 |
| buf | 114 | 164 |
| clkbuf | 91 | 78 |
| clkdlybuf4s50 | 0 | 729 |
| dfrtp | 413 | 413 |
| mux2 | 389 | 389 |
| mux2i | 95 | 95 |
| nand2 | 125 | 125 |
| nor2 | 86 | 86 |
| o21ai | 82 | 82 |
No activity file was given, so power comes from the tool's default toggle rates.
